==> flow/design.v <==
module dff(
    output reg [31:0] Q,
    input [31:0] D,
    input clk, En, rst
);
    always @(posedge clk, posedge rst)
      if(rst) Q <= 32'd0;
      else if(En) Q <= D;
endmodule
==> flow/run.sh <==
#!/bin/bash
# OpenROAD 26Q1-2900-gdf79404cd8, Yosys 0.63+post, stock flow scripts
make -C /OpenROAD-flow-scripts/flow DESIGN_CONFIG=/design/flow/config.mk WORK_HOME=/design/flow/orfs finish
==> flow/config.mk <==
export PLATFORM = sky130hd
export DESIGN_NAME = dff
export DESIGN_NICKNAME = dff
export VERILOG_FILES = /design/flow/design.v
export SDC_FILE = /design/flow/constraint.sdc
export NUM_CORES = 4
export LEC_CHECK = 1
export CORE_UTILIZATION = 30
==> flow/constraint.sdc <==
current_design dff

set clk_period 1.0
set clk_io_pct 0.2

create_clock -name clk0 -period $clk_period [get_ports {clk}]

set non_clock_inputs [all_inputs -no_clocks]
set_input_delay [expr $clk_period * $clk_io_pct] -clock clk0 $non_clock_inputs
set_output_delay [expr $clk_period * $clk_io_pct] -clock clk0 [all_outputs]
==> flow_metrics.rpt <==
==== FLOW RESULTS ====
----------------------------------------------------
[Status]
  Outcome ........................ finished, final reports clean

[Finish]
  Share of post-route cells with drive strength above 1 ........................ 57.0%
  P&R area growth vs syn ........................ 56.9%
  Register ranked first by flip-flop count ........................ Q
  Max reg flops ........................ 32
  Logic area ........................ 473 sq um
  Number of fill cells in the layout ........................ 387
  Regs by FF count ........................ Q x32
  Post-Layout Cell Count ........................ 210
  Area occupied by registers ........................ 801 sq um

[Place]
  HPWL after detailed placement ........................ 1810 microns
  Number of buffers inserted by port buffering ........................ 66
  Routability congestion estimate ........................ 0.717
  Placement Setup Slack ........................ -38.3 ps
  Placed instance count ........................ 188

[Drt]
  Aggregate routed wire length ........................ 2600 microns
  Vias per cell ........................ 4.22
  DRC violations left ........................ 0
  Detailed router's first-iteration violation count ........................ 12
  Routed wirelength normalized by instance count ........................ 12.4 microns
  Diode insertion count for antenna repair ........................ 0
  Overall via count from detail_route ........................ 886
  First drt pass iteration count ........................ 4
  Antenna Violating Nets Remaining ........................ 0

[Floorplan]
  Horizontal die dimension ........................ 69.1 microns
  Core utilization at floorplan ........................ 31.2%
  Number of core rows ........................ 24
  I/O pin count ........................ 67
  Area enclosed by the die boundary ........................ 0.00477 sq mm
  Die span in y ........................ 69.1 microns
  Placeable core region ........................ 0.00432 sq mm

[Global routing]
  Largest net degree at the start of global routing ........................ 25
  Number of global-route vias before repair ........................ 945
  Overall track demand over capacity in global routing ........................ 12.2%
  Global-route wire length before repair ........................ 4590 microns
  Antenna violations before repair ........................ 0
  Total global routing overflow ........................ 0

[Timing]
  Final Hold Vio Count ........................ 0
  RSZ-0062 raised after global routing ........................ true
  Clock skew after layout ........................ 0 ps
  Headroom to the max-slew limit ........................ 90.7%
  Achievable Freq ........................ 1020 MHz
  Setup ws final ........................ 19.4 ps
  Final cycle utilization of the critical path ........................ 98.1%
  Least-Margin Pin Slew ........................ 140 ps
  Count of final setup violators ........................ 0
  Max Slew Vio Count ........................ 0
  Final hold slack ........................ 270 ps
  Shortest clock period the worst path allows after layout ........................ 981 ps

[Synthesis]
  Mean instance size in the synthesized netlist ........................ 19.5 sq um
  Leading cell types by total area after synthesis ........................ sky130_fd_sc_hd__dfrtp_1, sky130_fd_sc_hd__mux2_4, sky130_fd_sc_hd__buf_12, sky130_fd_sc_hd__mux2_2, sky130_fd_sc_hd__buf_6
  Share of synthesized area occupied by flip-flops and latches ........................ 59.4%
  Synth warn ........................ 1
  Syn Inst Count ........................ 69
  Netlist cell types ........................ 6
  Area of the mapped netlist ........................ 0.00135 sq mm
  Area leader, netlist ........................ sky130_fd_sc_hd__dfrtp_1
  Yosys top cell area share ........................ 59.4%
  YS chip area ........................ 0.00135 sq mm
  Total cells reported by yosys after synthesis ........................ 69
  Seq cells post-synth ........................ 32

[Clocking]
  Clock root cell ........................ sky130_fd_sc_hd__clkbuf_8
  Max Buffers Root-to-Sink ........................ 2
  Clock tree sinks ........................ 32
  H-Tree Depth ........................ 2
  Clock buffer count from CTS ........................ 5
  CTS clk-pin slew, worst paths ........................ 60 ps
  CTS tree ........................ done
  Clock insertion delay at the later pin of the skew report ........................ 270 ps

[Setup path]
  Total buffers and inverters traversed by the critical path ........................ 1
  Setup CP Type ........................ reg2out
  Cells along the critical path ........................ buf_2
  Cell family contributing the most delay on the critical path ........................ flip-flops
  Cell type of the slowest stage on the worst timing path ........................ sky130_fd_sc_hd__dfrtp_1
  Instance count on the critical path ........................ 1
  Critical path peak fanout ........................ 2
  Crit path arrival time ........................ 780 ps
  Launching element type of the critical path ........................ flop
  Critical path endpoint category ........................ output pin
  Path depth of the worst reg2reg path ........................ 3
  Worst stage delay on the critical path ........................ 390 ps
  Required time at the worst-slack endpoint ........................ 800 ps

[Power]
  Leakage power summed over all cells ........................ 0.00105 uW
  Total power per unit cell area ........................ 1470 mW/mm^2
  Maximum resistive drop on vdd ........................ 0.792 mV

[Worst hold path]
  Tightest Hold Check Type ........................ in2async

[Run]
  Max cap viols ........................ 0
  Tool warnings ........................ 26

----------------------------------------------------
-- metal layers --
layer	global-route usage, %	wire length [microns]
met1	18.8	1170
met4	2.04	52
met2	16.5	1070
met5	0	0
met3	5.64	306
-- cells by family (layout without fill, tap and decap cells) --
group | count (synthesis) | after routing | synth area share, %
flip-flops | 32 | 32 | 59.4
buffers and inverters | 5 | 94 | 5.57
multiplexers | 32 | 32 | 35.1
-- synth_stat cells (all sizes together) --
| library cell | number |
|---|---|
| buf | 4 |
| dfrtp | 32 |
| inv | 1 |
| mux2 | 32 |
-- power by group --
group          switching [uW]  internal [uW]  leakage, uW  total (uW)
Clock                     430            560    0.0000455         990
Combinational             148            479     0.000627         627
Sequential               65.8           1430     0.000374        1490
-- metrics by stage --
step                      util [%]  power [uW]  area (sq um)  TNS (ps)
after floorplan                  -        1760          1350         0
after global placement        47.9        2190          2070      -101
after detailed placement      47.9        2190          2070      -118
after CTS                     47.9        3130          2070         0
after global routing          48.9        3290          2120      -196
final                         48.9        3110          2120         0
-- final cells by class --
| cell class | count | share of cell area, % |
|---|---|---|
| Timing Repair Buffer | 85 | 32.3 |
| Multi-Input combinational cell | 32 | 22.4 |
| Clock buffer | 8 | 4.26 |
| Inverter | 1 | 0.177 |
| Tap cell | 52 | 3.08 |
| Sequential cell | 32 | 37.8 |
-- placed cells by master, fill, tap and decap left out --
master	n
sky130_fd_sc_hd__buf_12	3
sky130_fd_sc_hd__buf_2	33
sky130_fd_sc_hd__buf_4	14
sky130_fd_sc_hd__buf_6	2
sky130_fd_sc_hd__clkbuf_1	2
sky130_fd_sc_hd__clkbuf_8	6
sky130_fd_sc_hd__clkdlybuf4s50_1	33
sky130_fd_sc_hd__dfrtp_1	32
sky130_fd_sc_hd__inv_1	1
sky130_fd_sc_hd__mux2_2	2
sky130_fd_sc_hd__mux2_4	30
-- repair_timing --
action / 4_1_cts / 5_1_grt
pin swaps: 0 / 0
buffers inserted: 9 / 5
endpoints found under the setup margin: 32 / 23
hold buffers: 0 / 0
resized: 96 / 2
cloned: 0 / 0
-- path summary, 6_finish.rpt --
check / slack, ps / end / from
worst max-delay path: 20 / Q[14] / Q[14]
worst max register to register: 40 / Q[14] / Q[14]
worst min register to register: 500 / Q[15] / Q[15]
min in group clk0: 270 / Q[11] / En
worst min-delay path: 270 / Q[5] / rst
max in group asynchronous: 590 / Q[16] / rst
Power figures rest on the tool's default switching activity, not on a simulated workload.
