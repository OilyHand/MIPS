==> ./design.v <==
module Mux_32(
    output reg [31:0] Y,
    input [31:0] X0, X1, X2, X3, X4, X5, X6, X7, X8,
    input [31:0] X9, X10, X11, X12, X13, X14, X15, X16,
    input [31:0] X17, X18, X19, X20, X21, X22, X23, X24,
    input [31:0] X25, X26, X27, X28, X29, X30, X31,
    input [4:0] Sel
    );
    always @(*)
      case(Sel)
        0: Y = X0;
        1: Y = X1;
        2: Y = X2;
        3: Y = X3;
        4: Y = X4;
        5: Y = X5;
        6: Y = X6;
        7: Y = X7;
        8: Y = X8;
        9: Y = X9;
        10: Y = X10;
        11: Y = X11;
        12: Y = X12;
        13: Y = X13;
        14: Y = X14;
        15: Y = X15;
        16: Y = X16;
        17: Y = X17;
        18: Y = X18;
        19: Y = X19;
        20: Y = X20;
        21: Y = X21;
        22: Y = X22;
        23: Y = X23;
        24: Y = X24;
        25: Y = X25;
        26: Y = X26;
        27: Y = X27;
        28: Y = X28;
        29: Y = X29;
        30: Y = X30;
        default: Y = X31;
      endcase
endmodule
==> ./run.sh <==
#!/bin/bash
# OpenROAD 26Q1-2900-gdf79404cd8, Yosys 0.63+post, stock flow scripts
make -C /OpenROAD-flow-scripts/flow DESIGN_CONFIG=/design/flow/config.mk WORK_HOME=/design/flow/orfs finish
==> ./config.mk <==
export PLATFORM = sky130hd
export DESIGN_NAME = Mux_32
export DESIGN_NICKNAME = Mux_32
export VERILOG_FILES = /design/flow/design.v
export SDC_FILE = /design/flow/constraint.sdc
export NUM_CORES = 4
export LEC_CHECK = 1
export CORE_AREA = 10 10 408 408
export DIE_AREA = 0 0 418 418
==> ./constraint.sdc <==
current_design Mux_32

set clk_period 10.2
set clk_io_pct 0.2

create_clock -name clk0 -period $clk_period

set non_clock_inputs [all_inputs -no_clocks]
set_input_delay [expr $clk_period * $clk_io_pct] -clock clk0 $non_clock_inputs
set_output_delay [expr $clk_period * $clk_io_pct] -clock clk0 [all_outputs]
==> results.json <==
{
  "arrival_ns": 6.44,
  "wl_per_cell_microns": 45.44,
  "ir_worst_vdd_uv": 16.52,
  "overflow": 0,
  "worst_ep_required_time_ns": 8.16,
  "place_congestion": 1.031,
  "ys_cells": 1279,
  "max_clock_freq_mhz": 117.9,
  "grt_pass1_wl_mm": 234.6,
  "wl_met2_mm": 91.93,
  "worstSetupEndpointType": "output pin",
  "worstSetupPathType": "input port to output pin",
  "status": "complete, no violations",
  "ys_area_sq_um": 8021,
  "yosys.area.top_type": "nand3_1",
  "ios": 1061,
  "startpoint_type": "input port",
  "fin_crit_ns": 8.480,
  "num_rows": 146,
  "netlist_area_sq_um": 8021,
  "flops": 0,
  "log.warning_count": 37,
  "cap_violations": 0,
  "hold_buffers": 0,
  "yosys_warnings": 1,
  "drc": 0,
  "grt_max_degree": 124,
  "timing_hold_violations_final": 0,
  "antenna_found_initial": 359,
  "die_h_microns": 418,
  "rsz0062_at_grt": "no",
  "worst_pin_slew_ns": 1.431,
  "leakage_nw": 6.865,
  "n_clock_buffer": 0,
  "post_cts_resize_count": 0,
  "top_cell": "nand3_1",
  "yosys-top-cells-area": "nand3_1, a22o_1, mux2i_1, nand4_1, a22oi_1",
  "p_total_mw": 0.8549,
  "setup-tns-final_ns": 0,
  "die-area_sq_um": 174700,
  "die_w_microns": 418,
  "ys_types": 46,
  "first_iter_violations": 2278,
  "dr_wl_met3_mm": 28.70,
  "core_area_sq_um": 157800,
  "drive_gt1_share_pct": 5.070,
  "flop_area_sq_um": 0,
  "relSlewSlack_pct": 3.689,
  "avgSynthCellArea_sq_um": 6.272,
  "track_usage_pct": 21.96,
  "place_hpwl_mm": 182.8,
  "drt-total-wl_mm": 200.6,
  "setup_violations": 0,
  "routed_via_density": 4.134,
  "slew_violations": 0,
  "fin_crit_sh_pct": 83.14,
  "final_core_util_pct": 13.49,
  "area_growth_pct": 165.5,
  "port_buffers": 1061,
  "first_pass_iters": 8,
  "via_count": 18248,
  "top_cell_area_share_pct": 24.46,
  "crit_fanout": 26,
  "wl_met1_mm": 66.84,
  "min-delay-path-class": "input port to output pin",
  "top_layer_used": "met5",
  "postSynthCellCount": 1279,
  "fp_util_pct": 5.082,
  "synth_seq_share_pct": 0,
  "top_cells_by_count": "nand3_1, a22o_1, nand4_1",
  "power_density_nw_per_um2": 40.14,
  "cts_setup_buffers": 0,
  "nFillCells": 18140,
  "grt_pass1_vias": 16417,
  "ant_nets": 0
}
power breakdown:
part	internal (mW)	switching [mW]	total [mW]
clock network	0.00000147	0	0.00000147
registers	0	0	0
logic	0.482	0.373	0.855
area by class of cell:
class	instances	area [sq um]	share of cell area, %
multi-input cells	1106	7312	34.33
repair buffers	1123	11110	52.16
diodes	113	282.8	1.328
well taps	2072	2592	12.17
per-stage QoR:
stage          hold WS [ns]  area (sq um)  setup slack (ns)  cells
5_1_grt               5.112         21150             1.811   4354
2_1_floorplan         4.158          8021             4.745   1279
3_5_place_dp          5.068         21010             1.895   4301
4_1_cts               5.071         21010             1.871   4301
6_report              5.064         21300             1.720   4414
3_3_place_gp          5.078         20930             1.293   4297
kinds of logic (layout without fill, tap and decap cells):
| kind of cell | after synthesis | after routing | share of synthesized area (%) |
|---|---|---|---|
| other cells | 0 | 113 | 0 |
| buf+inv | 173 | 1123 | 10.28 |
| simple gates | 720 | 720 | 47.65 |
| mux | 101 | 101 | 12.71 |
| compound gates | 285 | 285 | 29.36 |
worst max-delay path: stages:
cell             delay, ns
clkdlybuf4s50_1       0.75
buf_4                 0.28
nor3_2                0.08
buf_4                 0.27
and2_2                0.42
buf_4                 0.29
a22o_1                0.27
nor4_1                1.18
a31oi_1               0.17
clkdlybuf4s50_1       0.61
layout by cell type (no fill, tap or decap), drive strengths merged, types with 2 or more instances in the layout:
cell / count
nor4: 32
nor3b: 3
nand3: 392
nor3: 55
a32o: 27
and2: 15
o21ai: 4
a211oi: 4
nand2: 7
nor2b: 4
and3: 38
nand3b: 5
mux2: 7
a221oi: 4
o22ai: 31
a22oi: 63
a22o: 109
and3b: 4
nand4b: 2
a2111oi: 2
mux2i: 94
nand4: 98
nor2: 63
buf: 64
diode: 113
a31oi: 32
a2bb2oi: 4
clkdlybuf4s50: 1059
worst paths after layout:
kind / startpoint / to / slack (ns) / cells after the start
setup / recovery: Sel[2] / Y[16] / 1.72 / 10
hold / removal: X31[9] / Y[9] / 5.06 / 4
layer usage:
layer  GRT usage, %  vias up
li1               -     7185
met1          23.00     8480
met2          34.53     1713
met3          13.40      650
met4          10.75      220
met5              0        -
Power is estimated from default activity; no workload was simulated.
