$ cat flow/config.mk
export PLATFORM = sky130hd
export DESIGN_NAME = Decoder_5to32
export DESIGN_NICKNAME = Decoder_5to32
export VERILOG_FILES = /design/flow/design.v
export SDC_FILE = /design/flow/constraint.sdc
export NUM_CORES = 4
export LEC_CHECK = 1
export CORE_AREA = 10 10 70 70
export DIE_AREA = 0 0 80 80
$ cat flow/constraint.sdc
current_design Decoder_5to32

set clk_period 2.3
set clk_io_pct 0.2

create_clock -name clk0 -period $clk_period

set non_clock_inputs [all_inputs -no_clocks]
set_input_delay [expr $clk_period * $clk_io_pct] -clock clk0 $non_clock_inputs
set_output_delay [expr $clk_period * $clk_io_pct] -clock clk0 [all_outputs]
$ cat flow/design.v
module Decoder_2to4(
    output reg [3:0] Y,
    input [1:0] X,
    input En
    );
    always @*
    if(En)
      case(X)
        0: Y = 2'b01;
        default: Y = 2'b10;
      endcase
    else
      Y = 0;
endmodule
module Decoder_3to8(
    output reg [7:0] Y,
    input [2:0] X,
    input En
    );
    always @*
    if(En)
      case(X)
        0: Y = 8'b00000001;
        1: Y = 8'b00000010;
        2: Y = 8'b00000100;
        3: Y = 8'b00001000;
        4: Y = 8'b00010000;
        5: Y = 8'b00100000;
        6: Y = 8'b01000000;
        default: Y = 8'b10000000;
      endcase
    else
      Y = 0;
endmodule
module Decoder_5to32(
    output [31:0] Y,
    input [4:0] X,
    input En
);
    wire [3:0] YtoEn;
    Decoder_2to4 U0 (.Y(YtoEn), .X(X[4:3]), .En(En));
    Decoder_3to8 U1 (.Y(Y[7:0]), .X(X[2:0]), .En(YtoEn[0]));
    Decoder_3to8 U2 (.Y(Y[15:8]), .X(X[2:0]), .En(YtoEn[1]));
    Decoder_3to8 U3 (.Y(Y[23:16]), .X(X[2:0]), .En(YtoEn[2]));
    Decoder_3to8 U4 (.Y(Y[31:24]), .X(X[2:0]), .En(YtoEn[3]));
endmodule
$ cat flow/run.sh
#!/bin/bash
# OpenROAD 26Q1-2900-gdf79404cd8, Yosys 0.63+post, stock flow scripts
make -C /OpenROAD-flow-scripts/flow DESIGN_CONFIG=/design/flow/config.mk WORK_HOME=/design/flow/orfs finish
==> flow_summary.yaml <==
# implementation run metrics
logic_synthesis:
  yosysWarnings: 2
  ys_seq_share_pct: 0
  ys_chip_area_um2: 257.7
  yosysUniqueCellTypes: 11
  synthCells: 41
  syn_area_um2: 257.7
  top_cells_by_count: "16 x buf_4, 10 x nor2_1, 5 x nor3_1, 3 x nand2b_1"
  postSynthAreaPerCell_um2: 6.287
  yosysMostFrequentCell: "buf_4"
  ys_cells: 41
  synth_top_cell_by_area: "buf_4"
  synthTopCellsByArea: "buf_4 47%, nor2_1 15%, nor3_1 9.7%"
  netlist.area_leader.share_pct: 46.60
floorplanning:
  fp_util_pct: 7.546
  core_area_um2: 3416
  chipArea_um2: 6400
  die_height_um: 80
  ioPinCount: 38
  die_x_um: 80
  rows: 21
global_route:
  grt-busiest-layer: "met2"
  grt_max_degree: 7
  grt_overflow_total: 0
  use_met1_pct: 3.823
  grt_pass1_wl_um: 1704
  use_met2_pct: 5.538
  grt_pass1_vias: 371
  use_met3_pct: 0.6818
  grt_usage_pct: 3.071
  antenna_found_initial: 0
layout:
  fin_util_pct: 16.01
  flops: 0
  seq_area_um2: 0
  logic_area_um2: 214.0
  layout.cells.non_filler: 117
  fillers: 410
  drive_gt1_share_pct: 22.54
  nClkBuffers: 0
  syn2layout_area_growth_pct: 112.1
critical_path:
  critPathCaptureType: "primary output"
  cp_slowest_stage_delay_ns: 0.49
  critPathMaxFanout: 4
  crit_type: "in -> out"
  critPathLaunchType: "input pin"
  crit_chain: "dlygate4sd2_1, buf_4, nand4bb_2, nor3_2, clkdlybuf4s50_1"
  cp_data_arrival_time_ns: 1.75
  slowest_stage: "clkdlybuf4s50_1"
  cp.required_ns: 1.84
routing:
  diodes: 0
  vias: 328
  first_iter_violations: 9
  postRouteAntennaNets: 0
  firstDrtPassIters: 4
  drc: 0
  wire_per_inst_um: 9.299
  vias_per_cell: 2.803
  routed_wl_um: 1088
timing:
  hold_violations: 0
  clock.fmax_mhz: 452.7
  setup_viol: 0
  min_period_over_period_pct: 96.05
  finalMaxSlewViolations: 0
  hold_ws_ns: 1.499
  period_minus_slack_ns: 2.209
  rsz0062_at_grt: "true"
placement:
  gp_congestion: 0.7479
  dp_cells: 115
  dpl.hpwl_um: 982.8
  portBuffers: 22
min_path:
  min_path_type: "in -> out"
run:
  drv_cap: 0
  warning_count: 33
run_status:
  status: "finished, final reports clean"
power:
  p_leak_nw: 0.2402
  p_per_area_nw_per_um2: 88.08
  irDropWorstVdd_mv: 0.01308
clock_tree:
  ctsHoldBuffers: 0
[metrics by stage]
step / instance area, um^2 / power (mW) / TNS [ns] / worst slack, ns
floorplan: 314.1 / 0.02963 / 0 / 0.7619
global placement: 524.3 / 0.04842 / -1.731 / -0.2255
detailed placement: 524.3 / 0.04855 / -1.807 / -0.2376
CTS: 529.3 / 0.04728 / 0 / 0.04936
global route: 546.8 / 0.05568 / 0 / 0.004163
finish: 546.8 / 0.04816 / 0 / 0.09086
[cell type report]
| cell class | instances | share of cell area (%) |
|---|---|---|
| Multi-Input combinational cell | 40 | 39.13 |
| Tap cell | 46 | 10.53 |
| Timing Repair Buffer | 31 | 50.34 |
[cells by family (layout without fill, tap and decap cells)]
kind of cell / count (synthesis) / in the layout / synth area share (%)
compound gates: 1 / 1 / 2.914
other cells: 1 / 16 / 1.455
buf+inv: 16 / 31 / 46.60
simple gates: 23 / 23 / 49.03
[power by group]
| part | switching, mW | total (mW) | leakage, nW | internal, mW |
|---|---|---|---|---|
| clock network | 0 | 0 | 0 | 0 |
| logic | 0.0204 | 0.0482 | 0.240 | 0.0277 |
| registers | 0 | 0 | 0 | 0 |
| total | 0.0204 | 0.0482 | 0.240 | 0.0277 |
[routing by layer]
metal	vias to the layer above	wire [um]
met2	20	518
met1	142	465
met4	0	0
met3	0	104
li1	166	-
met5	-	0
[path summary, 6_finish.rpt]
path / startpoint / to / slack (ns) / depth (start not counted)
setup / recovery: X[3] / Y[4] / 0.09 / 5
hold / removal: X[0] / Y[0] / 1.50 / 4
[worst max-delay path: cells and delay by family]
| family | cells | cell delay (ns) |
|---|---|---|
| simple gates | 2 | 0.42 |
| buf+inv | 3 | 0.86 |
[what timing repair did]
action | 4_1_cts | 5_1_grt
pin swaps | 5 | 1
gates resized | 15 | 2
setup buffers | 1 | 1
endpoints found under the setup margin | 16 | 3
[cell usage in the layout (no fill, tap or decap)]
cell type / count
nand2b_4: 1
nand4bb_2: 1
buf_4: 8
nand2_1: 1
nand2b_1: 2
nor3_2: 2
buf_2: 1
nor2_1: 9
nor4_1: 1
nor3_1: 4
buf_6: 1
or4b_4: 1
conb_1: 16
nor2_2: 1
clkdlybuf4s50_1: 12
dlygate4sd2_1: 9
o211ai_1: 1
No activity file was given, so power comes from the tool's default toggle rates.
